==> flow/config.mk <==
export PLATFORM = sky130hd
export DESIGN_NAME = control_register
export DESIGN_NICKNAME = control_register
export VERILOG_FILES = /design/flow/design.v
export SDC_FILE = /design/flow/constraint.sdc
export NUM_CORES = 4
export LEC_CHECK = 1
export CORE_AREA = 10 10 86 86
export DIE_AREA = 0 0 96 96
==> flow/constraint.sdc <==
current_design control_register

set clk_period 1.0
set clk_io_pct 0.2

create_clock -name clk0 -period $clk_period [get_ports {clk}]

set non_clock_inputs [all_inputs -no_clocks]
set_input_delay [expr $clk_period * $clk_io_pct] -clock clk0 $non_clock_inputs
set_output_delay [expr $clk_period * $clk_io_pct] -clock clk0 [all_outputs]
==> flow/design.v <==
module control_register #(
  parameter integer WIDTH = 32   
) (
  input logic clk,
  input logic CE,
  input logic [WIDTH-1:0] preset,
  output logic [WIDTH-1:0] q
);
  always_ff @(posedge clk) begin
    if (CE) begin
      q <= preset;
    end
  end
endmodule
==> flow/run.sh <==
#!/bin/bash
# OpenROAD 26Q1-2900-gdf79404cd8, Yosys 0.63+post, stock flow scripts
make -C /OpenROAD-flow-scripts/flow DESIGN_CONFIG=/design/flow/config.mk WORK_HOME=/design/flow/orfs finish
==> Changelog: implementation <==
### Changed

* Status: completed
* Register share after synthesis at 100%
* Die area at 0.00922 sq mm
* Combinational share of power at 9.0%
* Flops after synth at 32
* Vias in the first global route at 658
* Vias at about 580
* Final cell count without fillers at 179
* Slowest cell on crit path: clkdlybuf4s50_1
* CP Capture Type: flop
* Crit-path cells: clkdlybuf4s50_1 -> buf_12
* Vias/cell at ~3.3
* CP Class: in2reg
* CTS max path bufs at 2
* Area of placed instances at 0.00174 sq mm
* Seq pwr share at 57.5%
* Clock slew at reported path FFs at 70 ps
* Non-Filler Cell Area, Final at 0.00166 sq mm
* Layout cells sized above 1 at 38.3%
* CTS tree: built
* Max reg flops at 32
* Worst-Margin Slew at 201 ps
* Leakage power at 0.632 nW
* Core utilization at floorplan at 17.3%
* Hold buffers post-CTS at 0
* IO Count at 66
* Max transition margin at 86.5%
* YS warnings at 1
* Power share of the clock group at 33.5%
* Pwr Total at 0.00280 W
* Yosys Chip Area at 961 sq um
* ANT nets after route at 0
* Post-detailed-routing wire length at 2590 um
* Hold/Removal Path Class: in2reg
* Grt ovf at 0
* Fin. max-slew vios at 0
* Post-CTS setup buffers at 0
* Hold slack at 469 ps
* WP data arrival at 980 ps
* Post-Synthesis Cells at 32
* Psw at around 0.00055 W
* Tool warning count at 26
* Biggest register: q
* Area Growth Syn to Fin at 73.2%
* Worst Hold Depth at 1
* Port-buffer cells at 65
* Num CTS Buffers at 5
* Fmax achieved at 1.02 GHz
* WP depth at 2
* # setup viols final at 0
* GPL Wtd Cong at ~0.74
* Root buffer selected by CTS: clkbuf_8
* Post_cts resized at around 100
* Period utilization at 98.5%
* Chip height at 96 um
* Row count at 27
* Yosys cell count at 32
* RSZ-0062 raised after global routing: true
* Largest net degree at the start of global routing at 21
* Switching share of power at 19.7%
* Cell family with most CP delay: buffers and inverters
* Inst Count DP at 171
* Top Registers: q (32)
* Max-cap violations at 0
* Initial DRC Count at 14
* Final routed DRC violation total at 0
* Antenna cell count at 0
* Critical path fanouts, max at 20
* Core area at 0.00554 sq mm
* First-pass GRT wire length at 3770 um
* Cell Int Power at about 0.0023 W
* Final hold vios at 0
* Pre-antenna DRT Iters at 3
* Routed WL per cell at 14.5 um
* CTS Sinks at 32
* VDD IR max at 0.000467 V
* Worst EP required at around 990 ps
* #MultiIn Comb at 0
* Die width at 96 um
* Final critical-path required period at 985 ps
* Cell Area, Synth at about 960 sq um
* Initial antenna violation count at 0
* Unique cell types at 1
* WP buf/inv at 2
* Total Routing Usage GR at ~5.6%
* Pwr per Cell Area at 1680 mW/mm^2
* H-tree depth at 2
* Startpoint types: input port
* Logic area at 0 sq um
* Slowest stage delay, CP at 570 ps
* Synth Area per Inst at 30.0 sq um
-- final timing paths --
| kind | to | startpoint | slack (ps) |
|---|---|---|---|
| hold / removal | q[27]$_DFFE_PP_ | preset[27] | 470 |
| setup / recovery | q[23]$_DFFE_PP_ | CE | 20 |
-- cells by family after synthesis --
family	Yosys count	synth area share (%)
flops	32	100
-- power by group through the flow --
stage,Sequential [W],Clock (W),Combinational (W)
4_1_cts,0.00161,0.000993,0.000262
5_1_grt,0.00162,0.00105,0.000280
6_report,0.00161,0.000939,0.000251
-- metrics by stage --
step	TNS, ps	setup WS (ps)	utilization (%)
after CTS	0	9.17	30.0
after detailed placement	-8670	-287	31.4
final	0	15.2	30.0
after global routing	-276	-27.4	30.0
after floorplan	0	501	-
after global placement	-8360	-276	31.4
-- layer usage --
metal	share of wire (%)	global-route usage, %
met2	46	8.58
met5	0	0
met1	38	6.27
met3	14	4.09
met4	1.5	0.860
-- cell type report --
class / count / area [sq um]
clock buffer: 5 / 68.8
clock inverter: 3 / 13.8
fill: 567 / 3880
sequential: 32 / 961
tap: 72 / 90.1
timing repair buffer: 67 / 531
-- cells in the mapped netlist --
library cell	instances	area (sq um)
edfxtp_1	32	961
-- cells in the final DEF, fill, tap and decap left out --
master           netlist  final
buf_2                  0     32
clkinv_2               0      2
clkdlybuf4s50_1        0     33
edfxtp_1              32     32
buf_12                 0      2
clkbuf_8               0      5
clkinv_1               0      1
Power is estimated from default activity; no workload was simulated.
