File: ./config.mk
export PLATFORM = sky130hd
export DESIGN_NAME = SinglePortRAM
export DESIGN_NICKNAME = SinglePortRAM
export VERILOG_FILES = /design/flow/design.v
export SDC_FILE = /design/flow/constraint.sdc
export NUM_CORES = 4
export LEC_CHECK = 1
export CORE_UTILIZATION = 40
File: ./design.v
module SinglePortRAM #
  (
    parameter int DATA_WIDTH = 8,     
    parameter int ADDR_WIDTH = 3   
  )
  (
    input logic clk,                  
    input logic [ADDR_WIDTH-1:0] addr,   
    input logic [DATA_WIDTH-1:0] din,   
    input logic en,              
    input logic we,        
    output logic [DATA_WIDTH-1:0] dout  
  );
  logic [DATA_WIDTH-1:0] mem [0:2**ADDR_WIDTH-1];
  logic [DATA_WIDTH-1:0]temp;
   always_ff @(posedge clk) begin
    if (en & we )
      mem[addr] <= din;
    else if(en & !we)
         dout <= mem[addr];
    end  
endmodule
File: ./run.sh
#!/bin/bash
# OpenROAD 26Q1-2900-gdf79404cd8, Yosys 0.63+post, stock flow scripts
make -C /OpenROAD-flow-scripts/flow DESIGN_CONFIG=/design/flow/config.mk WORK_HOME=/design/flow/orfs finish
File: ./constraint.sdc
current_design SinglePortRAM

set clk_period 2.5
set clk_io_pct 0.2

create_clock -name clk0 -period $clk_period [get_ports {clk}]

set non_clock_inputs [all_inputs -no_clocks]
set_input_delay [expr $clk_period * $clk_io_pct] -clock clk0 $non_clock_inputs
set_output_delay [expr $clk_period * $clk_io_pct] -clock clk0 [all_outputs]
==> changes_impl.md <==
## Flow update

* Total clock sinks at 72
* CTS root buf: clkbuf_8
* Mapped Area at approximately 2800 µm²
* Leakage at approximately 1.1 nW
* Min-Delay Path Class: reg2reg
* Required time of the critical path at 2.59 ns
* Top-Level Pins at 22
* Initial DRC count at 96
* Status: finished clean
* Post-Route WL at 4830 µm
* Initial antenna violation count at 0
* Core area at approximately 6800 µm²
* Max Cap Viol at 0
* Critical path launch point type: primary input
* Startpoint of the worst hold path: mem[3][3]
* Post-detail-place hpwl at 3150 µm
* Synth flops at 72
* Pre-antenna DRT Iters at 4
* Final Hold Viols at 0
* Post-CTS Resized at 0
* Synth Area per Inst at approximately 22 µm²
* Top-area cell share at approximately 78%
* Synth warn at 1
* Vias in the first global route at about 1400
* Dpl ws at 0.159 ns
* Setup CP Type: in2reg
* Min-Delay Path Depth at 4
* Crit path cell chain: clkdlybuf4s50_1, buf_12, mux4_1, mux2_4
* Row cnt at 30
* Routability cong. at 0.815
* FF-to-FF path depth at 2
* Global Route Usage Sum at 15.9%
* Post-CTS setup buffer count at 0
* Crit path time final at 1.99 ns
* Largest net degree at the start of global routing at 24
* Clk slew on worst S/H paths at approximately 0.070 ns
* Fin. max-slew vios at 0
* VDD IR-drop max at 0.363 mV
* Latency at later pin at 0.34 ns
* CP max stage cell: mux4_1
* YS chip area at 2790 µm²
* Port Buf Inserts at 21
* TritonCTS buffer count at 9
* Vias per cell at between 5 and 6
* OpenROAD warnings at 25
* Yosys Instances at 124
* Routed Antenna Nets at 0
* RSZ-0062 raised after global routing: false
* Die Size at 7300 µm²
* Vias at around 1300
* Synth unique cells at 19
* Syn Inst Count at 124
* GRT overflow at 0
* Floorplan Utilization at a little over 40%
* Synth area leader: edfxtp_1
* Ratio of cells with drive above 1 in the final layout at between 20% and 30%
* Maximum clock insertion buffer count at 2
* FMAX at 503 MHz
* Crit-path max cell delay at 0.60 ns
* Synth Seq Share at 77.6%
* Finish-stage setup viols at 0
* Post-layout period usage of the worst path at between 70% and 80%
* Worst EP arrival at between 2 and 2.5 ns
* Setup WS post-layout at 0.511 ns
* H-tree Lvls at 3
* Fin Clk Skew at 0.00674 ns
* Worst hold-check slack at 0.734 ns
* Ant. Diodes at 0
* DR WL/cell at between 15 and 20 µm
* P per Cell Area at roughly 690 nW/µm²
* Worst reg2reg endpoint: dout[1]
* Die Y at 85.5 µm
* Final TNS setup at 0 ns
* Reg-to-reg slack, setup at about 1.1 ns
* First-pass GRT wire length at 7670 µm
* Slew @ Worst Pin at about 0.33 ns
* Hold Buf Count CTS at 0
* Worst Path Max Fanout at 23
* Worst r2r src: mem[3][1]
* Synth area leaders: edfxtp_1, mux4_1, mux4_2
* CTS tree: yes
* Number of remaining DRC errors at 0
* Relative slew slack at 77.7%
* Die X at between 80 and 90 µm
* P&R area growth vs syn at 21.3%
* WHS Endpoint: dout[3]
* CP Capture Type: flop
==> cells in the mapped netlist, drive strengths merged <==
cell type  count
o21ai          2
mux2           7
edfxtp        72
buf            4
nand3b         2
nand2b         2
o311ai         1
nand3          2
mux2i          3
mux4          14
nand2          3
nor3           2
clkbuf         3
nor2           6
nor2b          1
==> worst max path at each step <==
| stage | slack (ns) | startpoint | to |
|---|---|---|---|
| 4_1_cts | 0.53 | addr[0] | dout[1] |
| 5_1_grt | 0.51 | addr[0] | dout[1] |
| 6_report | 0.51 | addr[0] | dout[1] |
==> cell type report <==
cell class / instances / area, µm²
fill: 541 / 3380
tap: 80 / 100
clock buffer: 9 / 124
sequential: 72 / 2160
clock inverter: 6 / 51.3
timing repair buffer: 39 / 370
multi-input combinational: 45 / 572
==> critical path, delay by kind of cell <==
kind	cells	cell delay, ns
buf+inv	2	0.70
mux	2	0.87
==> metrics by stage <==
stage               util (%)  area, µm²  instances  power, mW
floorplan                  -       2790        124       1.46
global placement        47.4       3200        236       1.53
detailed placement      47.4       3200        236       1.53
CTS                     50.0       3380        251       2.36
global route            50.0       3380        251       2.42
finish                  50.0       3380        251       2.34
==> logic make-up after synthesis <==
kind of cell    after synthesis  share of synthesized area [%]
flops                        72                           77.6
mux                          24                           16.7
buf+inv                       7                           1.89
compound gates                3                          0.674
simple gates                 18                           3.14
==> layout by cell type (no fill, tap or decap) <==
cell type / count
mux4_2: 4
nor2b_1: 1
nand2_1: 3
o311ai_0: 1
clkinv_1: 3
edfxtp_1: 72
clkbuf_8: 9
mux2_4: 1
nand2b_1: 2
mux2i_1: 3
nor2_1: 6
buf_4: 16
clkdlybuf4s50_1: 21
clkinv_2: 2
nor3_1: 2
nand3b_1: 2
mux2_2: 6
bufinv_16: 1
o21ai_0: 2
mux4_1: 10
nand3_1: 2
buf_12: 2
==> flip-flops by register name, indices dropped and copies added (netlist names) <==
signal and cells:
dout 8, mem 64
==> layer usage <==
| metal | vias to the layer above | wire length, µm | share of wire [%] | GRT usage (%) |
|---|---|---|---|---|
| met2 | 63 | 2350 | 49 | 22.9 |
| met5 | - | 0 | 0 | 0 |
| li1 | 604 | - | - | - |
| met1 | 632 | 1980 | 41 | 24.0 |
| met4 | 0 | 80 | 1.7 | 2.58 |
| met3 | 8 | 421 | 8.7 | 8.98 |
==> report_power, final <==
group          leakage (nW)  internal [mW]  total [mW]  switching [mW]
Clock                0.0914          0.441       0.837           0.396
Combinational         0.397         0.0776       0.137          0.0599
Sequential            0.654           1.36        1.36         0.00540
Total                  1.14           1.88        2.34           0.461
Power is estimated from default activity; no workload was simulated.
